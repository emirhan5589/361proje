<file path="flow/config.mk">
export PLATFORM = sky130hd
export DESIGN_NAME = menu_screen
export DESIGN_NICKNAME = menu_screen
export VERILOG_FILES = /design/flow/design.v
export SDC_FILE = /design/flow/constraint.sdc
export NUM_CORES = 4
export LEC_CHECK = 1
export CORE_AREA = 10 10 71 71
export DIE_AREA = 0 0 81 81
export SYNTH_HDL_FRONTEND = slang
</file>
<file path="flow/run.sh">
#!/bin/bash
# OpenROAD 26Q1-2900-gdf79404cd8, Yosys 0.63+post, stock flow scripts
make -C /OpenROAD-flow-scripts/flow DESIGN_CONFIG=/design/flow/config.mk WORK_HOME=/design/flow/orfs finish
</file>
<file path="flow/constraint.sdc">
current_design menu_screen

set clk_period 3.5
set clk_io_pct 0.2

create_clock -name clk0 -period $clk_period [get_ports {clk}]

set non_clock_inputs [all_inputs -no_clocks]
set_input_delay [expr $clk_period * $clk_io_pct] -clock clk0 $non_clock_inputs
set_output_delay [expr $clk_period * $clk_io_pct] -clock clk0 [all_outputs]
</file>
<file path="flow/design.v">
module hexto7seg (output reg [6:0] hexn, input [3:0] hex);
	always @ (hex) begin
		case (hex)      
			0 : hexn = 7'b1000000;
			1 : hexn = 7'b1111001;
			2 : hexn = 7'b0100100;
			3 : hexn = 7'b0110000;
			4 : hexn = 7'b0011001;
			5 : hexn = 7'b0010010;
			6 : hexn = 7'b0000010;
			7 : hexn = 7'b1111000;
			8 : hexn = 7'b0000000;
			9 : hexn = 7'b0010000;
			10 : hexn = 7'b0001000;
			11 : hexn = 7'b0000011;
			12 : hexn = 7'b1000110;
			13 : hexn = 7'b0100001;
			14 : hexn = 7'b0000110;
			15 : hexn = 7'b0001110;
		endcase
	end
endmodule
module menu_screen (
    input  wire        clk,
    input  wire        reset,
    input  wire        video_on,
    input  wire [9:0]  x,
    input  wire [9:0]  y,
    input  wire        sw0_mode_select,
    input  wire        key_pressed,
    output reg  [2:0]  vga_r,
    output reg  [2:0]  vga_g,
    output reg  [1:0]  vga_b,
    output wire [6:0]  HEX0,
    output wire [6:0]  HEX1,
    output wire [6:0]  HEX2,
    output wire [6:0]  HEX3,
    output wire [6:0]  HEX4,
    output wire [6:0]  HEX5,
    output wire [9:0]  LEDR,
    output reg         in_menu_state,
    output reg         start_game
);
    localparam [7:0] COLOR_BLACK = 8'b00000000;
    localparam [7:0] COLOR_WHITE = 8'b11111111;
    localparam [7:0] COLOR_BG    = 8'b00000011;  
    localparam integer SCALE    = 8;              
    localparam integer CHAR_W   = 5 * SCALE;      
    localparam integer CHAR_H   = 7 * SCALE;      
    localparam integer CHAR_SP  = 2 * SCALE;      
    localparam integer MENU_TOP = 100;            
    localparam integer MENU_LEFT = 228;           
    function [4:0] font_row;
        input [2:0] char_sel;
        input [2:0] row;
        begin
            case (char_sel)
                3'd0: case (row)
                    3'd0: font_row = 5'b10001;
                    3'd1: font_row = 5'b11011;
                    3'd2: font_row = 5'b10101;
                    3'd3: font_row = 5'b10001;
                    3'd4: font_row = 5'b10001;
                    3'd5: font_row = 5'b10001;
                    3'd6: font_row = 5'b10001;
                    default: font_row = 5'b00000;
                endcase
                3'd1: case (row)
                    3'd0: font_row = 5'b11111;
                    3'd1: font_row = 5'b10000;
                    3'd2: font_row = 5'b11110;
                    3'd3: font_row = 5'b10000;
                    3'd4: font_row = 5'b10000;
                    3'd5: font_row = 5'b10000;
                    3'd6: font_row = 5'b11111;
                    default: font_row = 5'b00000;
                endcase
                3'd2: case (row)
                    3'd0: font_row = 5'b10001;
                    3'd1: font_row = 5'b11001;
                    3'd2: font_row = 5'b10101;
                    3'd3: font_row = 5'b10011;
                    3'd4: font_row = 5'b10001;
                    3'd5: font_row = 5'b10001;
                    3'd6: font_row = 5'b10001;
                    default: font_row = 5'b00000;
                endcase
                3'd3: case (row)
                    3'd0: font_row = 5'b10001;
                    3'd1: font_row = 5'b10001;
                    3'd2: font_row = 5'b10001;
                    3'd3: font_row = 5'b10001;
                    3'd4: font_row = 5'b10001;
                    3'd5: font_row = 5'b10001;
                    3'd6: font_row = 5'b01110;
                    default: font_row = 5'b00000;
                endcase
                3'd4: case (row)
                    3'd0: font_row = 5'b00100;
                    3'd1: font_row = 5'b01100;
                    3'd2: font_row = 5'b00100;
                    3'd3: font_row = 5'b00100;
                    3'd4: font_row = 5'b00100;
                    3'd5: font_row = 5'b00100;
                    3'd6: font_row = 5'b01110;
                    default: font_row = 5'b00000;
                endcase
                3'd5: case (row)
                    3'd0: font_row = 5'b01110;
                    3'd1: font_row = 5'b10001;
                    3'd2: font_row = 5'b00001;
                    3'd3: font_row = 5'b00010;
                    3'd4: font_row = 5'b00100;
                    3'd5: font_row = 5'b01000;
                    3'd6: font_row = 5'b11111;
                    default: font_row = 5'b00000;
                endcase
                3'd6: case (row)
                    3'd0: font_row = 5'b11110;
                    3'd1: font_row = 5'b10001;
                    3'd2: font_row = 5'b10001;
                    3'd3: font_row = 5'b11110;
                    3'd4: font_row = 5'b10000;
                    3'd5: font_row = 5'b10000;
                    3'd6: font_row = 5'b10000;
                    default: font_row = 5'b00000;
                endcase
                default: font_row = 5'b00000;
            endcase
        end
    endfunction
    integer i;
    integer col_idx;
    integer row_idx;
    integer char_left;
    reg pixel_on;
    reg [4:0] font_bits;
    reg [7:0] color_out_332;
    always @(*) begin
        if (!video_on) begin
            color_out_332 = COLOR_BLACK;
        end else begin
            color_out_332 = COLOR_BG;
            pixel_on = 1'b0;
            for (i = 0; i < 4; i = i + 1) begin
                char_left = MENU_LEFT + i * (CHAR_W + CHAR_SP);
                if (x >= char_left && x < char_left + CHAR_W &&
                    y >= MENU_TOP  && y < MENU_TOP + CHAR_H) begin
                    row_idx = (y - MENU_TOP) / SCALE;
                    col_idx = (x - char_left) / SCALE;
                    font_bits = font_row(i[2:0], row_idx[2:0]);
                    if (font_bits[4 - col_idx])
                    if (font_row(i[2:0], row_idx[2:0])[4 - col_idx])
                        pixel_on = 1'b1;
                end
            end
            if (pixel_on)
                color_out_332 = COLOR_WHITE;
        end
    end
    always @(*) begin
        vga_r = color_out_332[7:5];
        vga_g = color_out_332[4:2];
        vga_b = color_out_332[1:0];
    end
    wire [3:0] mode_digit = sw0_mode_select ? 4'h2 : 4'h1;
    hexto7seg hex0_inst (.hexn(HEX0), .hex(mode_digit));
    localparam [6:0] SEG_P   = 7'b0001100;
    localparam [6:0] SEG_OFF = 7'b1111111;
    assign HEX1 = SEG_P;
    assign HEX2 = SEG_OFF;
    assign HEX3 = SEG_OFF;
    assign HEX4 = SEG_OFF;
    assign HEX5 = SEG_OFF;
    assign LEDR = 10'b0000000000;
    reg prev_key;
    always @(posedge clk or posedge reset) begin
        if (reset) begin
            in_menu_state <= 1'b1;
            start_game    <= 1'b0;
            prev_key      <= 1'b0;
        end else begin
            prev_key <= key_pressed;
            if (in_menu_state && key_pressed && !prev_key) begin
                start_game    <= 1'b1;
                in_menu_state <= 1'b0;
            end else begin
                start_game <= 1'b0;
            end
        end
    end
endmodule
</file>
==> README.md <==
| Step | Parameter | Value |
|:---|:---|:---|
| logic synthesis | Gate count after technology mapping | 170 |
| cts | CTS tree | built |
| logic synthesis | Syn_area_per_cell | 7.35 µm² |
| floorplan | Area enclosed by the die boundary | 6560 µm² |
| worst setup path | Type of the setup path with the least slack | primary input to primary output |
| cts | Master cell of the clock root buffer | clkbuf_8 |
| worst setup path | Startpoint type of the worst setup path | primary input |
| worst setup path | Flop-to-flop setup slack | 2.64 ns |
| pwr | P per Cell Area | 188 nW/µm² |
| job | Number of OpenROAD warnings | 29 |
| floorplan | Vertical extent of the die | 81 µm |
| status | Result of the run | completed |
| logic synthesis | Chip Area, Yosys | 1250 µm² |
| worst setup path | Delay of the slowest cell on the worst path | 0.31 ns |
| detailed routing | Final routed wirelength across all metal layers | 3340 µm |
| worst setup path | Cell chain of the critical path | buf_6 -> ha_4 -> xor2_4 -> buf_6 -> ha_4 -> xnor2_2 -> xnor2_1 -> nor4_2 -> a21oi_1 -> a311o_2 -> a31oi_1 -> buf_4 -> dlygate4sd2_1 |
| finish | Flop area | 76.3 µm² |
| global routing | Antenna violations before repair | 0 |
| logic synthesis | Flip-flop and latch count after synthesis | 3 |
| worst hold path | Min-Delay Path Class | register to register |
| final timing | Slew Viols, Final | 0 |
| floorplan | Floorplan Utilization | 34.4% |
| worst setup path | Data required time of the worst path | 2.80 ns |
| logic synthesis | Synth warnings | 0 |
| cts | Maximum buffer depth of the clock tree | 2 |
| final timing | Count of final setup violators | 0 |
| detailed routing | Remaining design rule violation count | 0 |
| pwr | Total design power | 0.339 mW |
| final timing | Timing-limited maximum frequency | 295 MHz |
| floorplan | Area of the core region | 3630 µm² |
| cts | CTS Buf Count | 3 |
| detailed routing | Starting DRT DRC Count | 35 |
| detailed routing | Count of antenna-violating nets left after detailed routing | 0 |
| logic synthesis | Post-Syn Area | 1250 µm² |
| logic synthesis | Seq/Total Area, Yosys | 6.11% |
| logic synthesis | Netlist cell types | 41 |
| logic synthesis | Count of instantiated cells in the yosys netlist | 170 |
| cts | Clock input transition at the sequential cells of the worst setup and hold paths | 0.03 ns |
| cts | Clock Latency Late Sink | 0.22 ns |
| cts | Number of H-tree levels | 1 |
| final timing | Final Hold Vio Count | 0 |
| detailed routing | Drt first pass iters | 4 |
| pwr | Worst supply voltage drop on vdd | 0.0655 mV |
| placed design | Placer's final routability congestion estimate | 0.848 |
| final timing | Final worst setup slack | 0.113 ns |
| placed design | DP Wirelength | 2720 µm |
| worst setup path | Sort of element at the end of the critical path | primary output |
| job | Max-cap violations | 0 |
| finish | Combinational cell area excluding buffers and inverters | 966 µm² |
| floorplan | Die width | 81 µm |
| placed design | Count of input and output buffers | 39 |
| detailed routing | Total vias in the final route | 1146 |
| finish | Share of layout cells above drive strength 1 | 29.8% |
| detailed routing | Antenna cells | 0 |
| final timing | Final period demand of the worst path | 3.39 ns |
| global routing | Wire length of the first global-routing pass | 4910 µm |
| global routing | Maximum number of pins on one net before global-route repair | 11 |
| cts | Clk sinks | 3 |
| floorplan | Count of pins on the block boundary | 87 |
| final timing | Fin Clk Skew | 0.000263 ns |
| worst setup path | Worst path slowest cell | a311o_2 |
| finish | Area growth, synth to finish | 44.6% |
| detailed routing | Routed length per instance | 12.1 µm |
| worst setup path | Arrival time of data at the critical path endpoint | 2.69 ns |
| worst setup path | Largest driver fanout on the critical path | 3 |
| global routing | Vias in the first global route | 1107 |
| finish | Fillers | 362 |
| floorplan | Placement Rows | 22 |
| detailed routing | Via-to-Cell Ratio | 4.15 |
| global routing | Grt ovf | 0 |
| pwr | Leakage power summed over all cells | 0.872 nW |
| final timing | Final period utilization | 96.8% |
| placed design | Worst slack after detailed placement | -0.693 ns |
| global routing | Total routing usage reported by global routing | 8.76% |
layout make-up:
class	count	area share (%)
Sequential cell	3	4.23
Tap cell	48	3.33
Inverter	12	2.49
Timing Repair Buffer	70	34.0
Multi-Input combinational cell	139	53.5
Clock buffer	4	2.49
cell usage after synthesis (all sizes together):
cell type   n  share of area, %
nand3b      2               1.2
a311o       1              0.90
a2111oi     1              0.70
nand2       7               2.1
a31oi       2               1.0
and3        1              0.60
xor2        3               2.1
conb        2              0.60
a21oi       3               1.5
a21o        1              0.60
nor3b       2               1.2
o22ai       1              0.50
nand4b      2               1.4
ha         10                10
dfstp       1               2.1
a32oi       1              0.70
inv        12               3.6
nand2b      3               1.5
nor3        3               1.2
a41o        1              0.90
nor4b       1              0.70
dfrtp       2               4.0
buf        61                37
nor2       12               3.6
mux2i       1              0.80
o21ai       8               3.2
nand3       6               2.8
o31ai       2               2.3
a311oi      1              0.70
nand4       1              0.50
nor4        1              0.50
or4         1              0.90
nor2b       3               1.5
xnor2       9               6.3
or3         1              0.50
a22oi       1              0.60
final timing paths:
kind | to | startpoint | depth (start not counted)
min in group asynchronous | prev_key | reset | 2
worst min register to register | start_game | prev_key | 1
worst min-delay path | start_game | prev_key | 1
worst max register to register | in_menu_state | in_menu_state | 3
worst max-delay path | vga_g[0] | x[2] | 13
max in group asynchronous | in_menu_state | reset | 2
metal layers:
layer | share of wire (%) | vias to the layer above | global-route usage (%)
met3 | 6.3 | 4 | 1.22
met1 | 46 | 514 | 12.5
met4 | 0.60 | 0 | 0.865
met2 | 47 | 47 | 14.2
met5 | 0 | - | 0
li1 | - | 581 | -
cell families after synthesis:
kind of cell	Yosys count	synth area share, %
fa+ha+maj	10	10.0
buf+inv	73	40.2
mux	1	0.802
flops	3	6.11
simple gates	46	20.2
xor+xnor	12	8.42
other cells	2	0.601
compound gates	23	13.6
repair_timing:
| item | CTS | global route |
|---|---|---|
| pin swaps | 13 | 14 |
| buffers inserted | 3 | 2 |
| resized | 45 | 22 |
| endpoints found under the setup margin | 6 | 6 |
| hold buffers | 0 | 0 |
worst max-delay path, delay by kind of cell:
kind	cells	cell delay, ns
xor+xnor	3	0.43
compound gates	3	0.55
fa+ha+maj	2	0.32
buf+inv	4	0.54
simple gates	1	0.14
flip-flops by register name (all words and copies together), names as in the netlist:
name	cells
start_game	1
prev_key	1
in_menu_state	1
report_power, final:
| group | internal (mW) | switching [mW] |
|---|---|---|
| clock | 0.0776 | 0.0228 |
| combinational | 0.113 | 0.0897 |
| sequential | 0.0356 | 0.000140 |
| total | 0.226 | 0.113 |
layout by cell type, fill, tap and decap left out, types with 6 or more instances in the layout:
master / n
buf_4: 25
nor2_1: 12
nand2_1: 6
xnor2_1: 6
clkdlybuf4s50_1: 26
conb_1: 47
inv_1: 9
o21ai_0: 7
buf_6: 8
per-stage QoR:
stage                     utilization (%)  std cells  cell area (µm²)  TNS (ns)  hold slack (ns)
final                                49.7        276             1810         0            0.409
after global routing                 49.7        276             1810   -0.0718            0.446
after CTS                            47.2        274             1710         0            0.416
after detailed placement             44.4        268             1610     -4.12            0.411
after global placement               44.4        268             1610     -3.93            0.409
after floorplan                         -        215             1420         0            0.388
Power is estimated from default activity; no workload was simulated.
