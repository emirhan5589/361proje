===== /design/flow/design.v =====
module hit_detection (
    input wire clk_game,
    input wire reset,
    input wire [9:0] p1_x_pos,
    input wire [9:0] p1_y_pos,
    input wire [9:0] p1_width,
    input wire [9:0] p1_height,
    input wire [1:0] p1_attack_phase,
    input wire p1_moving_backward,   
    input wire [9:0] p2_x_pos,
    input wire [9:0] p2_y_pos,
    input wire [9:0] p2_width,
    input wire [9:0] p2_height,
    input wire [1:0] p2_attack_phase,
    input wire p2_moving_backward,   
    output reg p1_hit_p2,         
    output reg p2_hit_p1,         
    output reg p1_blocked_by_p2,  
    output reg p2_blocked_by_p1   
);
    localparam HITBOX_WIDTH = 32;
    localparam HITBOX_HEIGHT = 8;
    localparam PHASE_IDLE     = 2'b00;
    localparam PHASE_STARTUP  = 2'b01;
    localparam PHASE_ACTIVE   = 2'b10;
    localparam PHASE_RECOVERY = 2'b11;
    wire [9:0] p1_hitbox_left   = p1_x_pos + p1_width;
    wire [9:0] p1_hitbox_right  = p1_hitbox_left + HITBOX_WIDTH - 1;
    wire [9:0] p1_hitbox_top    = p1_y_pos + (p1_height >> 1) - (HITBOX_HEIGHT >> 1);
    wire [9:0] p1_hitbox_bottom = p1_hitbox_top + HITBOX_HEIGHT - 1;
    wire [9:0] p2_hitbox_right  = p2_x_pos - 1;
    wire [9:0] p2_hitbox_left   = p2_hitbox_right - HITBOX_WIDTH + 1;
    wire [9:0] p2_hitbox_top    = p2_y_pos + (p2_height >> 1) - (HITBOX_HEIGHT >> 1);
    wire [9:0] p2_hitbox_bottom = p2_hitbox_top + HITBOX_HEIGHT - 1;
    wire [9:0] p1_hurtbox_left   = p1_x_pos;
    wire [9:0] p1_hurtbox_right  = p1_x_pos + p1_width - 1;
    wire [9:0] p1_hurtbox_top    = p1_y_pos;
    wire [9:0] p1_hurtbox_bottom = p1_y_pos + p1_height - 1;
    wire [9:0] p2_hurtbox_left   = p2_x_pos;
    wire [9:0] p2_hurtbox_right  = p2_x_pos + p2_width - 1;
    wire [9:0] p2_hurtbox_top    = p2_y_pos;
    wire [9:0] p2_hurtbox_bottom = p2_y_pos + p2_height - 1;
    function overlap_check;
        input [9:0] box1_left, box1_right, box1_top, box1_bottom;
        input [9:0] box2_left, box2_right, box2_top, box2_bottom;
        begin
            overlap_check = (box1_left <= box2_right) && 
                           (box1_right >= box2_left) && 
                           (box1_top <= box2_bottom) && 
                           (box1_bottom >= box2_top);
        end
    endfunction
    wire p1_hitbox_hits_p2 = overlap_check(
        p1_hitbox_left, p1_hitbox_right, p1_hitbox_top, p1_hitbox_bottom,
        p2_hurtbox_left, p2_hurtbox_right, p2_hurtbox_top, p2_hurtbox_bottom
    );
    wire p2_hitbox_hits_p1 = overlap_check(
        p2_hitbox_left, p2_hitbox_right, p2_hitbox_top, p2_hitbox_bottom,
        p1_hurtbox_left, p1_hurtbox_right, p1_hurtbox_top, p1_hurtbox_bottom
    );
    reg [1:0] p1_attack_phase_prev;
    reg [1:0] p2_attack_phase_prev;
    always @(posedge clk_game or posedge reset) begin
        if (reset) begin
            p1_attack_phase_prev <= PHASE_IDLE;
            p2_attack_phase_prev <= PHASE_IDLE;
            p1_hit_p2 <= 1'b0;
            p2_hit_p1 <= 1'b0;
            p1_blocked_by_p2 <= 1'b0;
            p2_blocked_by_p1 <= 1'b0;
        end else begin
            p1_attack_phase_prev <= p1_attack_phase;
            p2_attack_phase_prev <= p2_attack_phase;
            p1_hit_p2 <= 1'b0;
            p2_hit_p1 <= 1'b0;
            p1_blocked_by_p2 <= 1'b0;
            p2_blocked_by_p1 <= 1'b0;
            if ((p1_attack_phase == PHASE_ACTIVE) && 
                (p1_attack_phase_prev != PHASE_ACTIVE) && 
                p1_hitbox_hits_p2) begin
                if (p2_moving_backward) begin
                    p1_blocked_by_p2 <= 1'b1;
                end else begin
                    p1_hit_p2 <= 1'b1;
                end
            end
            if ((p2_attack_phase == PHASE_ACTIVE) && 
                (p2_attack_phase_prev != PHASE_ACTIVE) && 
                p2_hitbox_hits_p1) begin
                if (p1_moving_backward) begin
                    p2_blocked_by_p1 <= 1'b1;
                end else begin
                    p2_hit_p1 <= 1'b1;
                end
            end
        end
    end
endmodule

===== /design/flow/run.sh =====
#!/bin/bash
# OpenROAD 26Q1-2900-gdf79404cd8, Yosys 0.63+post, stock flow scripts
make -C /OpenROAD-flow-scripts/flow DESIGN_CONFIG=/design/flow/config.mk WORK_HOME=/design/flow/orfs finish

===== /design/flow/config.mk =====
export PLATFORM = sky130hd
export DESIGN_NAME = hit_detection
export DESIGN_NICKNAME = hit_detection
export VERILOG_FILES = /design/flow/design.v
export SDC_FILE = /design/flow/constraint.sdc
export NUM_CORES = 4
export LEC_CHECK = 1
export CORE_UTILIZATION = 50
export SYNTH_HDL_FRONTEND = slang

===== /design/flow/constraint.sdc =====
current_design hit_detection

set clk_period 2.3
set clk_io_pct 0.2

create_clock -name clk0 -period $clk_period [get_ports {clk_game}]

set non_clock_inputs [all_inputs -no_clocks]
set_input_delay [expr $clk_period * $clk_io_pct] -clock clk0 $non_clock_inputs
set_output_delay [expr $clk_period * $clk_io_pct] -clock clk0 [all_outputs]

==> results.txt <==
This note records the results obtained with Yosys and OpenROAD.

Global route
The global-route wire length before repair is 29.6 mm. The number of global-route vias before repair is 6646. The maximum number of pins on one net before global-route repair is 9. The remaining global-route overflow is 0. The overall global routing resource usage is 28.8%. The initial antenna violation count is 0.

Worst setup path
The data required time reported for the critical path is 2430 ps. In this design, the critical path's most frequently occurring cell is sky130_fd_sc_hd__ha_1. The maximum net fanout on the critical path is 2. Per STA, the highest per-stage delay on the worst path measures 470 ps. The sum of buffers and inverters on the critical path is 3.

The worst setup path is of the input pin to flip-flop kind. Walking the worst path, the cells encountered are clkdlybuf4s50_1 -> inv_1 -> ha_1 -> inv_1 -> ha_1 -> fa_2 -> a21oi_2 -> nor2_1 -> nor2_1 -> o21bai_1 -> a21oi_2 -> o21ai_1 -> xnor2_1 -> ha_1 -> nand4_1 -> a21oi_1 -> a2111oi_2 -> a31oi_2 -> nor4b_2. The data arrival time reported for the critical path is 3960 ps. For reference, the critical path is launched at p2_height[0]. The kind of end point of the critical path is a flip-flop. The slowest library cell on the worst path is sky130_fd_sc_hd__clkdlybuf4s50_1. The startpoint of the worst register-to-register path is p2_attack_phase_prev[1]$_DFF_PP0_.

The critical path startpoint category is an input pin. The largest delay contributor family on the critical path is adder cells.

Logic synthesis
The yosys-reported design area after synthesis is 6240 um^2. The share of flip-flops with an asynchronous set or reset is 100%. The mean instance size in the synthesized netlist is 7.62 um^2.

The number of synthesized register bits is 8. The synthesized netlist cell count is 819. The synthesis log from Yosys contains 0 warnings. Yosys mapped the design onto 62 distinct sky130hd cell types. Yosys mapped a number of flops with a built-in enable equal to 0.

The summed instance area of the synthesized netlist is 6240 um^2. The yosys cell count is 819. The share of the yosys chip area belonging to registers is 3.21%.

The dominant synthesized flop cell is sky130_fd_sc_hd__dfrtp_1.

Pwr
The power per unit of standard cell area is 474 nW/um^2. Per the OpenROAD power report, switching power amounts to 2.18 mW. The internal portion of the total power is 2.72 mW. The combinational share of power is 91.2%. The analysis reports a worst IR drop on VDD of 250 uV.

The share of total power dissipated in the clock network is 5.8%. The sequential fraction of design power is 3.0%. The switching portion of total power comes to 44.5%.

The static leakage is 5.46 nW.

Final timing
The maximum clock rate is 261 MHz. For the final routed database, the setup TNS stands at -5980 ps. The count of final hold-check violations is 0. The worst-case max-slew headroom was logged as 65.8%. From the final report, the count of setup violators was given as 4. The critical path in the final layout is reported with a setup slack of -1530 ps. Setup repair after global routing could not meet its margin everywhere. The maximum clock skew at final layout is 2.99 ps. Across all hold checks on the routed design, the worst slack comes to 485 ps. The minimum clock period after layout is 3830 ps. For the pin with the worst max-slew slack, the measured transition is 509 ps.

In the finished design, the share of the clock period the worst path needs comes to 167%. The count of final max-slew check failures is 0.

Final layout
The most common logic cells in the final layout are 254 x sky130_fd_sc_hd__buf_4, 165 x sky130_fd_sc_hd__inv_1, 151 x sky130_fd_sc_hd__ha_1, 60 x sky130_fd_sc_hd__xnor2_1, 52 x sky130_fd_sc_hd__inv_2. The finished layout holds 1340 standard cells, fillers aside. In the final layout, the share of cells above drive strength 1 is 40.4%. Leaving out fill and tap cells, the most frequent cell in the layout is sky130_fd_sc_hd__buf_4. The layout overhead on the synthesized area is 65.6%. The final standard cell utilization of the core is 85.7%.

Clock tree
Looking at the clock tree report, the root buffer type is sky130_fd_sc_hd__clkbuf_16. At the later pin of the worst-skew pair, clock insertion delay measures 230 ps. The clock sink total is 8. Counting along the longest clock path gives a buffer depth of 2. The clock edge transition at the registers on the reported setup and hold paths is 40 ps. In this run, post-CTS hold repair placed 0 buffers. The total CTS buffers is 3. The H-tree depth is 1. The CTS tree is done.

Outcome
The checks that failed: negative setup slack. The flow ran to the end, but the final reports show violations.

Routing
The antenna cell count is 0. For this run, design rule violations remaining after detail routing come to 0. The via density per instance is 5.09.

After detailed routing, the average wire length per cell comes to 15.1 um. Across all layers, the routed design uses 6820 vias. The routed design has 20.3 mm of wire. The tally of nets with antenna violations remaining after routing is 0. For this run, the detailed router's first-pass iteration total came to 7. The DRC marker count from the first detailed-route iteration is 267.

Floorplanning
Per the OpenROAD floorplan log, the area of the core is 12100 um^2. The die boundary height is 114 um. According to the floorplan report, the total die area is 12900 um^2.

The floorplan has 40 rows. The width of the chip is 114 um. The share of the core area taken by cells at floorplan is 51.7%. The number of primary I/O pins is 92.

Placed design
At the placement stage, the worst setup path has a slack of -2040 ps. The total placed cells including tap cells is 1299. The number of port buffers is 91. In the placement report, post-DP HPWL is listed as 13.6 mm.

The final weighted congestion of routability-driven global placement is 0.934.

Run
The tool flagged a number of max-cap violations equal to 0. The stage-log warning count is 39.

Min path
According to the hold report, the worst path is of the input pin to asynchronous set/reset pin type.
==> flip-flops by register name, indices dropped and copies added, names as in the netlist <==
register,flops
p2_hit_p1,1
p2_blocked_by_p1,1
p2_attack_phase_prev,2
p1_attack_phase_prev,2
p1_hit_p2,1
p1_blocked_by_p2,1
==> stage by stage <==
| stage | instance area [um^2] | power (mW) |
|---|---|---|
| global placement | 9170 | 3.70 |
| CTS | 9900 | 4.47 |
| floorplan | 6390 | 2.35 |
| detailed placement | 9170 | 3.78 |
| finish | 10300 | 4.90 |
| global route | 10300 | 5.35 |
==> synthesized netlist by cell type, types with 9 or more instances <==
cell type	number	area (um^2)
sky130_fd_sc_hd__xor2_1	26	228
sky130_fd_sc_hd__inv_1	217	815
sky130_fd_sc_hd__a21o_1	24	180
sky130_fd_sc_hd__o21ai_0	23	115
sky130_fd_sc_hd__nand2b_1	12	75.1
sky130_fd_sc_hd__nand3_1	12	60.1
sky130_fd_sc_hd__nor2b_1	9	56.3
sky130_fd_sc_hd__nand4_1	11	68.8
sky130_fd_sc_hd__nor2_1	37	139
sky130_fd_sc_hd__ha_1	196	2450
sky130_fd_sc_hd__xnor2_1	65	569
sky130_fd_sc_hd__o21bai_1	9	67.6
sky130_fd_sc_hd__nand2_1	19	71.3
sky130_fd_sc_hd__a21oi_1	58	290
==> layout make-up <==
cell class / instances / area, um^2
multi-input combinational: 593 / 6190
timing repair buffer: 350 / 2840
fill: 610 / 1730
inverter: 218 / 821
tap: 168 / 210
sequential: 8 / 200
clock buffer: 3 / 75.1
==> repair_timing <==
item,4_1_cts,5_1_grt
resized,177,107
endpoints found under the hold margin,0,0
setup buffers,28,14
pin swaps,126,87
setup endpoints to repair,4,4
==> routing by layer <==
layer  part of all wire (%)  wire length [um]  GRT usage, %
met1                     43              8640          34.4
met2                     49              9850          54.5
met3                    4.9               987          2.22
met4                    4.0               808          8.60
met5                      0                 0             0
==> power by group through the flow <==
stage,clock network [mW],logic (mW),registers (mW)
finish,0.284,4.46,0.148
global route,0.302,4.90,0.148
CTS,0.287,4.04,0.148
==> cell families (layout without fill, tap and decap cells) <==
logic type,after synthesis,count (layout),share of synthesized area (%)
buf+inv,218,571,13.1
fa+ha+maj,203,203,41.6
compound gates,159,159,17.0
simple gates,139,139,12.1
xor+xnor,92,92,13.0
flops,8,8,3.21
==> final timing paths <==
path                       depth (start not counted)  slack, ps                           endpoint
max in group asynchronous                          2       1590  p2_attack_phase_prev[1]$_DFF_PP0_
min in group clk0                                  1        710  p2_attack_phase_prev[1]$_DFF_PP0_
setup reg to reg                                   5        810         p2_blocked_by_p1$_DFF_PP0_
setup / recovery                                  19      -1530         p1_blocked_by_p2$_DFF_PP0_
hold / removal                                     2        490         p2_blocked_by_p1$_DFF_PP0_
hold reg to reg                                    4        710         p1_blocked_by_p2$_DFF_PP0_
Power figures rest on the tool's default switching activity, not on a simulated workload.
